### ./run.sh
#!/bin/bash
# OpenROAD 26Q1-2900-gdf79404cd8, Yosys 0.63+post, stock flow scripts
make -C /OpenROAD-flow-scripts/flow DESIGN_CONFIG=/design/flow/config.mk WORK_HOME=/design/flow/orfs finish
### ./constraint.sdc
current_design rob

set clk_period 33.5
set clk_io_pct 0.2

create_clock -name clk0 -period $clk_period [get_ports {clk}]

set non_clock_inputs [all_inputs -no_clocks]
set_input_delay [expr $clk_period * $clk_io_pct] -clock clk0 $non_clock_inputs
set_output_delay [expr $clk_period * $clk_io_pct] -clock clk0 [all_outputs]
### ./config.mk
export PLATFORM = sky130hd
export DESIGN_NAME = rob
export DESIGN_NICKNAME = rob
export VERILOG_FILES = /design/flow/design.v
export SDC_FILE = /design/flow/constraint.sdc
export NUM_CORES = 4
export LEC_CHECK = 1
export CORE_UTILIZATION = 50
### ./design.v
module rob #(TAGLENGTH = 6)(
        input wire res_n, input wire clk,
        input wire valid_int_id2rob,
        input wire valid_ls_id2rob,
        input wire [6:0] opcode_int_id2rob,
        input wire [6:0] opcode_ls_id2rob,
        output wire full_rob2ii,
        input wire [5:0] freeMeUp_int_rat2rob,        
        input wire [5:0] freeMeUp_ls_rat2rob,        
        input wire done_rat2rob,
        output reg [5:0] freeMeUp_0_rob2rat,        
        output reg [5:0] freeMeUp_1_rob2rat,
        output reg valid_rob2rat,
        output reg [TAGLENGTH-1:0] tag_rob2int,
        output reg [TAGLENGTH-1:0] tag_rob2ls,
        input wire [63:0] result_int2rob,
        input wire [5:0] tag_int2rob,
        input wire [5:0] rd_int2rob,
        input wire valid_int2rob,
        input wire [63:0] result_ls2rob,
        input wire store_ls2rob,             
        input wire [5:0] tag_ls2rob,
        input wire [5:0] rd_ls2rob,
        input wire valid_ls2rob,
        output reg [5:0] write_select_0_rob2rf,
        output reg write_en_0_rob2rf,
        output reg [63:0] value_0_rob2rf,
        output reg [5:0] write_select_1_rob2rf,
        output reg write_en_1_rob2rf,
        output reg [63:0] value_1_rob2rf
        );
    parameter DEPTH = 2**TAGLENGTH;
    reg [5:0] freeMeUpTags [DEPTH-1:0];     
    reg [5:0] destinationRegs [DEPTH-1:0];  
    reg [63:0] results [DEPTH-1:0];         
    reg readyToCommit [DEPTH-1:0];          
    reg busy [DEPTH-1:0];                
    reg [6:0] opcodes [DEPTH-1:0];       
    reg [5:0] wptr;
    reg [5:0] rptr;
    assign full_rob2ii = (wptr+1 == rptr) ? 1 : 0;
    always@(done_rat2rob) begin
        if (~full_rob2ii && ~(~valid_int_id2rob && ~valid_ls_id2rob)) begin
            freeMeUpTags[wptr]          <= freeMeUp_int_rat2rob;
            freeMeUpTags[wptr+1]        <= freeMeUp_ls_rat2rob;
        end
    end
    assign tag_rob2int = wptr;
    assign tag_rob2ls  = wptr+1;
    always@(posedge clk or negedge res_n) begin
        if (~res_n) begin
            freeMeUp_0_rob2rat <= 0;
            freeMeUp_1_rob2rat <= 0;
            valid_rob2rat      <= 0;
            write_select_0_rob2rf       <= 0;
            write_en_0_rob2rf           <= 0;
            value_0_rob2rf              <= 0;
            write_select_1_rob2rf       <= 0;
            write_en_1_rob2rf           <= 0;
            value_1_rob2rf              <= 0;
            wptr            <= 0;
            rptr            <= 0;
            for (int i=0; i<64; i++) begin
                freeMeUpTags[i]     <= 0;
                destinationRegs[i]  <= 0;
                results[i]          <= 0;
                busy[i]             <= 0;
                opcodes[i]          <= 0;
                readyToCommit[i]    <= 0;
            end
        end else begin
            if (~full_rob2ii && ~(~valid_int_id2rob && ~valid_ls_id2rob)) begin  
                if (valid_int_id2rob) opcodes[wptr]               <= opcode_int_id2rob;
                if (valid_ls_id2rob) opcodes[wptr+1]              <= opcode_ls_id2rob;
                busy[wptr]      <= 1;
                busy[wptr+1]    <= 1;
                readyToCommit[wptr]         <= ~valid_int_id2rob;
                readyToCommit[wptr+1]       <= ~valid_ls_id2rob;
                wptr                        <= wptr + 2;
            end
            if (valid_int2rob) begin
                results[tag_int2rob]                <= result_int2rob;
                destinationRegs[tag_int2rob]        <= rd_int2rob;
                readyToCommit[tag_int2rob]          <= 1;
            end
            if (valid_ls2rob) begin
                results[tag_ls2rob]                 <= result_ls2rob;
                if (store_ls2rob) begin
                    destinationRegs[tag_ls2rob]     <= 0;
                end else begin
                    destinationRegs[tag_ls2rob]     <= rd_ls2rob;
                end
                readyToCommit[tag_ls2rob]           <= 1;
            end
            if (readyToCommit[rptr] && readyToCommit[rptr+1]) begin
                write_select_0_rob2rf   <= destinationRegs[rptr];
                value_0_rob2rf          <= results[rptr];
                write_en_0_rob2rf       <= 1;
                write_select_1_rob2rf   <= destinationRegs[rptr+1];
                value_1_rob2rf          <= results[rptr+1];
                write_en_1_rob2rf       <= 1;
                freeMeUp_0_rob2rat           <= freeMeUpTags[rptr];
                freeMeUp_1_rob2rat           <= freeMeUpTags[rptr+1];
                valid_rob2rat                <= 1;
                readyToCommit[rptr]     <= 0;
                readyToCommit[rptr+1]   <= 0;
                busy[rptr]          <= 0;
                busy[rptr+1]        <= 0;
                rptr = rptr + 2;
            end else begin
                write_en_0_rob2rf     <= 0;
                write_en_1_rob2rf     <= 0;
                valid_rob2rat         <= 0;
            end
        end
    end
endmodule
==> notes.md <==
Implementation results.

The synthesis report gives the async set-or-reset register share as 1.00. In the final layout, the multi-input gates occupy 110,000 um^2. The sum of routed wire length over all layers is 1,220,000 um.

The worst min-delay path category is reg2reg. Warnings raised by the tools during the run amount to 86. Dividing the detail-routed via count by the number of cells gives 7.10. The global-route met1 utilization is 0.675.

Dividing total power by cell area gives a power density of 71.7 nW/um^2. The max-slew violation total from the final report is 0. Post-CTS repair ended up resizing 0 cells. The met2 usage is 0.650.

The worst hold path endpoint is value_0_rob2rf[8]$_DFFE_PN0P_. For the worst min-delay path, the startpoint reported by OpenROAD is value_0_rob2rf[8]$_DFFE_PN0P_. The share of total power dissipated in the clock network is 0.317. The launch point of the worst register-to-register path is recorded as rptr[1]$_DFFE_PN0P_. TritonCTS built the clock tree. The number of global-route vias before repair is 214,048.

The maximum buffer depth of the clock tree is 4. In this run, post-CTS hold repair placed 0 buffers. Buffers placed on the I/O ports in this run total 311. For this run the detailed placement stage logged an HPWL of 712,000 um.

By instance count after routing, the leading logic cell type is sky130_fd_sc_hd__dfrtp_1. The worst setup path is captured at an async pin. The floorplan step records an initial core utilization of 0.502. For reference, the final report shows the hold violation count at 0. The number of register bits inferred by synthesis is 4,695. Setup repair after global routing left no endpoint under its margin. The part of the power in combinational logic is 0.256. The floorplan die height is 693 um.

The number of clock sinks seen by CTS is 4,695. The timing report gives the biggest stage delay along the critical path as 0.73 ns. The flow ran to the end, and the final reports show no timing, DRC or antenna violations. The predominant post-synthesis flop cell is sky130_fd_sc_hd__dfrtp_1.

The number of instances in the synthesized netlist is 26,371. The iteration tally of the first detailed-router pass is 13. Of the synthesized area, sequential elements account for 0.493. The post-route clock skew is 0.178 ns.

The script parses the final routing iteration and logs DRC violations as 0. The synthesis log from Yosys contains 777 warnings. STA classifies the critical path startpoint as a primary input. The cell with the biggest individual delay on the critical path is sky130_fd_sc_hd__buf_4. In the Yosys stats the netlist draws on 48 distinct library cells. The signal arrival time at the worst endpoint is 13.27 ns. The cell leakage power is 130 nW.

IR analysis of the VDD net gives a maximum drop of 102 uV. The CTS clock-pin slew for the worst setup and hold paths is 0.06 ns. The filler cells instantiated in the layout total 41,349. The total global routing overflow is 0. The total routing resource utilization after global routing is 0.522. The relative slew slack is 0.0886. Yosys stat counts 26,371 cells in the synthesized netlist. The die area is 480,000 um^2. By instance count after routing, the leading logic cell types are 4,692 x sky130_fd_sc_hd__dfrtp_1, 4,216 x sky130_fd_sc_hd__nor2_1, 3,326 x sky130_fd_sc_hd__nand2_1. Max-cap violations in this run came to 0.

The fraction of power consumed by sequential logic is 0.427. The number of setup violations in the final report is 0. The wire length per cell after detailed routing is 38.2 um. RePlAce ended its routability-driven mode at a weighted congestion of 0.988.

After layout, the design draws a total of 18.9 mW. The part of the cycle the worst path needs is 0.362. The critical path class is in2async. The most numerous cell type found on the critical path is sky130_fd_sc_hd__buf_4. Entering global routing, the biggest net connects 126 pins. The clock insertion delay at the later pin of the skew report is 1.12 ns. The setup slack of the critical path after layout is 21.38 ns. The fraction of final layout cells sized beyond drive strength 1 is 0.0862. The largest fanout on the critical path is 94.

The mapped netlist covers 238,000 um^2. Once detail routing completed, the nets flagged for antenna violations numbered 0. STA reports a reg2reg setup slack of 27.06 ns. The net switching power in the latest report is 6.48 mW.

The number of buffers added by the clock tree synthesis step is 538. The maximum clock rate is 82.5 MHz. The floorplan step defined a core boundary enclosing 475,000 um^2.

Hold analysis shows the worst path with a depth of 1. The average size of a mapped cell is 9.04 um^2. The I/O pin count is 354. The clock root buffer is sky130_fd_sc_hd__clkbuf_16.

The DRC marker count from the first detailed-route iteration is 28,808. For met3 alone, demand over resource in global routing was 0.351. The logic depth of the worst register-to-register path is 12. The initial antenna violation count is 65. The pre-CTS setup check shows a worst slack of 20.12 ns. The switching portion of total power is 0.343.

The level count of the clock H-tree is 6. The final total negative setup slack is 0 ns. Yosys reports a chip area of 238,000 um^2. The actual transition at the worst max-transition pin is 1.35 ns. For reference, the critical path cell chain is buf_16 -> buf_4 -> buf_4 -> buf_4 -> buf_4 -> buf_4 -> buf_4 -> buf_4 -> buf_4 -> buf_4. In this run the post-CTS setup repair buffer count came out at 0. In this run the layout overhead on the synthesized area is reported as 10.6%. Across the whole layout, storage elements account for 117,000 um^2. The endpoint of the worst-slack reg-to-reg timing path is value_0_rob2rf[3]$_DFFE_PN0P_. The count of buffering cells on the critical path with inverters included is 10. According to the floorplan log, the row count is 253. Data on the critical path is required at its endpoint by 34.65 ns. The horizontal die dimension is 693 um. The internal power of the cells totals 12.4 mW. The global router reports that the layer with the highest usage is met1.

The shortest period the worst path allows is 12.12 ns. The count of vias placed by the detailed router is 226,290. In this run, synthesis inferred 0 flip-flops with an integrated enable.

The wire length of the first global-routing pass is 1,680,000 um. Among cell families on the critical path, the largest total delay comes from buffers and inverters.
-- how the worst max path moves through the flow --
stage                          endpoint  cells past startpoint  slack, ns  startpoint
finish        results[40][32]$_DFF_PN0_                     10      21.38       res_n
global route  results[46][32]$_DFF_PN0_                     10      20.60       res_n
CTS           results[50][31]$_DFF_PN0_                     10      21.24       res_n
-- layer usage --
metal	up-vias	wire length, um
met5	-	2700
met4	101	97800
met3	5258	229000
met2	19510	467000
met1	110577	419000
li1	90844	-
-- stage by stage --
stage	area [um^2]	hold WS, ns	instances	util
final	264000	0.483	31858	0.555
after global routing	263000	0.492	31778	0.555
after CTS	263000	0.487	31758	0.555
after detailed placement	246000	0.475	30837	0.518
after global placement	246000	0.468	30837	0.518
after floorplan	238000	0.433	26384	-
-- registers in the layout, summed over array words and instances (netlist names), 6 cells and up --
name                   count
results                 4096
write_select_0_rob2rf      6
value_1_rob2rf            64
destinationRegs          384
value_0_rob2rf            64
readyToCommit             64
write_select_1_rob2rf      6
-- logic make-up (layout without fill, tap and decap cells) --
kind of cell | Yosys count | in the layout | synth area share
compound gates | 6984 | 6984 | 0.185
xor+xnor | 6 | 6 | 0.000220
fa+ha+maj | 12 | 12 | 0.000630
buf+inv | 3182 | 2309 | 0.0518
flops | 4695 | 4695 | 0.493
mux | 3081 | 3081 | 0.130
other cells | 2 | 115 | 0.0000315
simple gates | 8409 | 8409 | 0.139
-- worst register-to-register path: stages (launching register included) --
cell and delay, ns:
sky130_fd_sc_hd__dfrtp_1 0.39, sky130_fd_sc_hd__ha_1 0.45, sky130_fd_sc_hd__nor4bb_4 1.25, sky130_fd_sc_hd__buf_4 0.71
sky130_fd_sc_hd__a22oi_1 0.25, sky130_fd_sc_hd__nand2_1 0.12, sky130_fd_sc_hd__nor3_1 0.09, sky130_fd_sc_hd__a31oi_4 0.25
sky130_fd_sc_hd__and2_4 0.53, sky130_fd_sc_hd__buf_4 0.49, sky130_fd_sc_hd__buf_4 0.68, sky130_fd_sc_hd__buf_4 0.64
sky130_fd_sc_hd__mux2_2 0.48
-- synth_stat cells, types with 15 or more instances --
| library cell | count | share of area |
|---|---|---|
| sky130_fd_sc_hd__a31oi_1 | 1426 | 0.037 |
| sky130_fd_sc_hd__nor2_1 | 4243 | 0.067 |
| sky130_fd_sc_hd__nor3_1 | 81 | 0.0017 |
| sky130_fd_sc_hd__nand3_1 | 199 | 0.0042 |
| sky130_fd_sc_hd__nand2_1 | 3439 | 0.054 |
| sky130_fd_sc_hd__a21o_1 | 15 | 0.00047 |
| sky130_fd_sc_hd__buf_4 | 27 | 0.00085 |
| sky130_fd_sc_hd__a22o_1 | 311 | 0.011 |
| sky130_fd_sc_hd__a22oi_1 | 1414 | 0.045 |
| sky130_fd_sc_hd__mux2_1 | 53 | 0.0025 |
| sky130_fd_sc_hd__a21oi_1 | 2818 | 0.059 |
| sky130_fd_sc_hd__buf_2 | 190 | 0.0040 |
| sky130_fd_sc_hd__nor4_1 | 42 | 0.0011 |
| sky130_fd_sc_hd__mux2_2 | 18 | 0.00085 |
| sky130_fd_sc_hd__o21ai_0 | 340 | 0.0071 |
| sky130_fd_sc_hd__a222oi_1 | 213 | 0.0089 |
| sky130_fd_sc_hd__nor2b_1 | 16 | 0.00042 |
| sky130_fd_sc_hd__nand4_1 | 320 | 0.0084 |
| sky130_fd_sc_hd__a32oi_1 | 130 | 0.0048 |
| sky130_fd_sc_hd__a221oi_1 | 311 | 0.011 |
| sky130_fd_sc_hd__mux2i_1 | 3010 | 0.13 |
| sky130_fd_sc_hd__dfrtp_1 | 4695 | 0.49 |
| sky130_fd_sc_hd__clkbuf_1 | 2195 | 0.035 |
| sky130_fd_sc_hd__buf_1 | 753 | 0.012 |
-- power by group through the flow --
| stage | combinational (mW) | clock [mW] | sequential [mW] |
|---|---|---|---|
| after global routing | 5.11 | 6.16 | 8.23 |
| final | 4.85 | 5.99 | 8.07 |
| after CTS | 4.64 | 5.96 | 8.03 |
-- layout make-up --
cell class              count  share of cell area
diodes                    100            0.000949
clock buffers             831              0.0616
clock inverters            90             0.00387
inverters                   7           0.0000996
multi-input cells       18507               0.418
flip-flops and latches   4695               0.446
well taps                6247              0.0296
repair buffers           1381              0.0408
Power figures rest on the tool's default switching activity, not on a simulated workload.
