## design/flow/design.v

```verilog
module integer_unit (
        input wire clk, res_n,
        input wire valid_in,
        input wire [6:0] opcode_in,
        input wire [63:0] a_in,
        input wire [63:0] b_in,
        input wire [5:0] rd_in,
        input wire [5:0] tag_in,
        output reg stop_int2rsint,
        output reg [63:0] result_int2rob,
        output reg [5:0] tag_int2rob,
        output reg [5:0] rd_int2rob,
        output reg valid_int2rob
        );
always@(posedge clk or negedge res_n) begin
    if (~res_n) begin
        result_int2rob  <= 0;
        stop_int2rsint  <= 0;    
        tag_int2rob     <= 0;
        rd_int2rob      <= 0;
        valid_int2rob   <= 0;
    end else begin
        if (valid_in) begin
            rd_int2rob          <= rd_in;
            result_int2rob      <= a_in+b_in;
            tag_int2rob         <= tag_in;
            valid_int2rob       <= 1;
        end else begin
            valid_int2rob  <= 0;
        end
    end
end
endmodule
```

## design/flow/run.sh

```bash
#!/bin/bash
# OpenROAD 26Q1-2900-gdf79404cd8, Yosys 0.63+post, stock flow scripts
make -C /OpenROAD-flow-scripts/flow DESIGN_CONFIG=/design/flow/config.mk WORK_HOME=/design/flow/orfs finish
```

## design/flow/config.mk

```make
export PLATFORM = sky130hd
export DESIGN_NAME = integer_unit
export DESIGN_NICKNAME = integer_unit
export VERILOG_FILES = /design/flow/design.v
export SDC_FILE = /design/flow/constraint.sdc
export NUM_CORES = 4
export LEC_CHECK = 1
export CORE_UTILIZATION = 40
```

## design/flow/constraint.sdc

```tcl
current_design integer_unit

set clk_period 1.5
set clk_io_pct 0.2

create_clock -name clk0 -period $clk_period [get_ports {clk}]

set non_clock_inputs [all_inputs -no_clocks]
set_input_delay [expr $clk_period * $clk_io_pct] -clock clk0 $non_clock_inputs
set_output_delay [expr $clk_period * $clk_io_pct] -clock clk0 [all_outputs]
```

==> changes_impl.md <==
### Metrics

- Crit path time final: approximately 2.7 ns
- Placed Area: around 0.011 sq mm
- Final Setup Violations: 59
- Chip Area, Yosys: 0.00650 sq mm
- Largest net degree at the start of global routing: 78
- PwrDens: just over 800 mW/mm^2
- Asr flop ratio synth: ~100%
- Die width: between 100 and 150 um
- Most Crowded Layer GR: met2
- Synth cell types: 74
- Ports: 228
- Gate family responsible for the most delay along the worst path: AND-OR/OR-AND gates
- Worst hold slack: -0.0434 ns
- Fin crit share: 183%
- Levels on crit path: 12
- Mapped Avg Cell Area: 9.41 sq um
- Floorplan Utilization: 40.9%
- Grt total ovfl: 0
- Hold WC Path Type: in -> async
- RSZ-0062 raised after global routing: true
- Max-cap violations: 0
- H-Tree Depth: 3
- Lkg Pwr: roughly 6.1 nW
- Placement row count: around 46
- Startpoint types: primary input
- DR iter-0 viols: 400
- Latency at later pin: 0.35 ns
- CTS tree: built
- Synth top area share: 29.6%
- Met1 Use GR: 43.0%
- WP data required: 1.75 ns
- Number of CTS-inserted buffers: 9
- Crit-path max FO: 6
- Total GRT Usage: between 20% and 30%
- Syn Inst Count: 691
- Drt wl/cell: 18.6 um
- Top cells by area: dfrtp_1, ha_1, mux2_2
- Share of cells above drive strength 1: 51.0%
- Most numerous logic cells after layout: buf_4, dfrtp_1, clkdlybuf4s50_1, dlygate4sd2_1, buf_6
- Bufs on Longest Clock Path: 2
- Total die size: 0.0168 sq mm
- Clock Pin Slew Worst Setup and Hold Paths: 0.07 ns
- Outcome: complete, but fails checks
- Final Cell Area: 0.0129 sq mm
- First-pass GRT wire length: 37,000 um
- Critical path class: in -> reg
- Dpl ws: -1.88 ns
- Crit path arrival time: 3.00 ns
- Clock Tree Root: clkbuf_16
- # DRC: 0
- Worst-path cell chain: buf_6 -> ha_4 -> nand4_1 -> nor2_2 -> o21ai_2 -> a311o_1 -> and2_4 -> o31ai_4 -> a41oi_4 -> o41ai_4 -> nand4_1 -> o311ai_2
- Initial DRT Pass Iterations: 5
- Post-Route WL: 25,900 um
- Die Height: 130 um
- Vias in the first global route: 7,223
- Top FF cell, synth: dfrtp_1
- Failing checks: negative hold slack, negative setup slack
- Cell accounting for the most synthesized area: dfrtp_1
- Yosys cell count: 691
- Crit end category: flop
- Max VDD drop: 0.610 mV
- Top cell excl fill/tap: buf_4
- Mapped cell area: 0.00650 sq mm
- Synth Register Bits: 77
- Tool warnings: 37
- DP HPWL: 16,300 um
- ANT nets after route: 0
- Worst Path Buf+Inv: 1
- Crit path largest cell delay: between 0.3 and 0.4 ns
- Worst path slowest cell: a311o_1
- Fmax: 364 MHz
- Core area: roughly 0.016 sq mm
- Final Hold Vio Count: 45
- GR Layer Usage met3: 4.79%
- Max-slew violation count: 0
- Post-Route Utilization: 81.3%
- Via count: 7,463
- Reg2reg path depth: 2
- Clock Sinks: 77
- Number of enable flip-flop cells: 0
- Area delta synth->final: 98.5%
- Post-synthesis sequential area ratio: 29.6%
- Clk_skew: 0 ns
- Final worst setup slack: -1.25 ns
- Vias/cell: 5.35
- Met2 GRT Util: 45.4%
- PortBufs: 219
- Yosys warnings: 1
- Initial antenna violation count: 2
- CP dominant cell by count: nand4_1
- Gpl congestion: 0.957
worst paths after layout:
| kind | from | end | slack, ns |
|---|---|---|---|
| setup reg to reg | result_int2rob[6]$_DFFE_PN0P_ | result_int2rob[6]$_DFFE_PN0P_ | 0.51 |
| hold / removal | res_n | rd_int2rob[3]$_DFFE_PN0P_ | -0.04 |
| max in group asynchronous | res_n | result_int2rob[57]$_DFFE_PN0P_ | 0.60 |
| setup / recovery | b_in[17] | result_int2rob[62]$_DFFE_PN0P_ | -1.25 |
| min in group clk0 | b_in[0] | result_int2rob[0]$_DFFE_PN0P_ | 0.31 |
| hold reg to reg | result_int2rob[31]$_DFFE_PN0P_ | result_int2rob[31]$_DFFE_PN0P_ | 0.49 |
logic make-up (layout without fill, tap and decap cells):
family	count (synthesis)	in the layout	share of synthesized area, %
buf+inv	48	533	3.00
flops	77	77	29.6
compound gates	224	224	23.6
simple gates	151	151	11.8
fa+ha+maj	64	64	12.4
other cells	1	3	0.0577
xor+xnor	60	60	8.08
mux	66	66	11.4
worst register-to-register path, stage by stage, from the launching register on:
cell and delay (ns):
dfrtp_1 0.44, buf_4 0.18, mux2_4 0.26
cell type report:
class                           count  area [sq um]
Multi-Input combinational cell    566          5880
Timing Repair Buffer              503          4470
Fill cell                         899          2980
Sequential cell                    77          1930
Tap cell                          216           270
Clock buffer                        9           225
Clock inverter                      7          80.1
Inverter                           14          52.6
Antenna cell                        2          5.00
sequential cells by signal (all words and copies together) (netlist names):
name,flops
result_int2rob,64
rd_int2rob,6
tag_int2rob,6
valid_int2rob,1
stage by stage:
step	total power [mW]	instances	setup TNS, ns
finish	10.7	1394	-54.64
global route	11.3	1394	-58.86
CTS	10.2	1364	-45.81
detailed placement	7.26	1293	-93.73
global placement	7.23	1293	-93.93
floorplan	4.74	691	-49.40
per-layer routing:
metal  vias up  part of all wire [%]
li1       3519                     -
met1      3619                    46
met2       281                    45
met3        44                   6.8
met4         0                   2.3
met5         -                     0
where the power goes:
group	internal (mW)	switching (mW)
clock network	1.31	0.994
logic	3.41	2.15
registers	2.55	0.292
cell usage after synthesis, types with 2 or more instances:
cell and instances:
mux2_2 66, or2_2 5, o21a_1 5, nand3_1 7, o21bai_1 12, o21ai_0 42
a21oi_1 72, a31oi_1 6, a41oi_1 2, and3_1 7, nand2_1 53, clkbuf_2 2
nand4_1 17, a21o_1 38, o31ai_1 3, o21ai_1 2, o31a_1 3, clkbuf_1 23
inv_1 14, and2_1 5, dfrtp_1 77, nor3_1 3, nor2_1 30, ha_1 63
xor2_1 20, nand2b_1 6, a211o_1 2, buf_2 7, o211ai_1 6, xnor2_1 40
a211oi_1 4, a21boi_0 2, nor2b_1 6
repair_timing:
| item | CTS | global route |
|---|---|---|
| gates resized | 426 | 108 |
| gates cloned | 0 | 0 |
| endpoints found under the setup margin | 85 | 94 |
| setup buffers | 69 | 35 |
| endpoints found under the hold margin | 47 | 4 |
| pin swaps | 115 | 55 |
Power and IR drop assume default switching activity.
